--- flow/run.sh ---
#!/bin/bash
# OpenROAD 26Q1-2900-gdf79404cd8, Yosys 0.63+post, stock flow scripts
make -C /OpenROAD-flow-scripts/flow DESIGN_CONFIG=/design/flow/config.mk WORK_HOME=/design/flow/orfs finish
--- flow/config.mk ---
export PLATFORM = sky130hd
export DESIGN_NAME = ALU
export DESIGN_NICKNAME = ALU
export VERILOG_FILES = /design/flow/design.v
export SDC_FILE = /design/flow/constraint.sdc
export NUM_CORES = 4
export LEC_CHECK = 1
export CORE_UTILIZATION = 40
--- flow/constraint.sdc ---
current_design ALU

set clk_period 42.0
set clk_io_pct 0.2

create_clock -name clk0 -period $clk_period

set non_clock_inputs [all_inputs -no_clocks]
set_input_delay [expr $clk_period * $clk_io_pct] -clock clk0 $non_clock_inputs
set_output_delay [expr $clk_period * $clk_io_pct] -clock clk0 [all_outputs]
--- flow/design.v ---
module ALU#(parameter d=0)(input [63:0] dataA,dataB,
	input [3:0] ALUctrl,
	output [63:0] ALUres,
	output Z,C
);
	reg [64:0] res_temp;
	reg z_temp;
	always @(*)
	begin
		z_temp = 0;
		case(ALUctrl)
		4'b0000: #d res_temp = dataA & dataB;
		4'b0001: #d res_temp = dataA | dataB;
		4'b0010: #d res_temp = dataA + dataB;
		4'b0110: #d res_temp = dataA - dataB;
		4'b0111: #d res_temp = dataB;
		4'b1100: #d res_temp = ~(dataA | dataB);
		endcase
		if(res_temp[63:0]==0)
		begin
			z_temp = 1;
		end
	end
	assign ALUres = res_temp[63:0];
	assign C = res_temp[64];
	assign Z = z_temp;
endmodule
==> git commit body <==
Store results of the implementation flow

* Cell total after placement: 1912
- Violation count after the first detailed-routing iteration: 1040
- Unrepaired setup endpoints after global routing: false
- In this run the standard cell core region covers between 20000 and 25000 sq um.
- Most used flip-flop cell after synthesis: sky130_fd_sc_hd__dlxtn_1
- Classification of the worst-slack hold path: primary input to output pin
- Estimated wirelength of the detail-placed design: 33.3 mm
- Post-synth design cell area: 9660 sq um
- For reference, the top logic cell family by area is AND-OR/OR-AND gates.
* Residual antenna-violating net count after detailed routing: 0
- Worst-path maximum fanout: 8
- According to the floorplan report, the total die area is 24800 sq um.
- Number of distinct library cell variants in the gate-level netlist after synthesis: 86
- Maximum resistive drop on vdd: 0.00611 mV
- Area overhead of the layout relative to synthesis: 22.3%
* Placed Area: 11800 sq um
- Min Tclk post-route: 24.60 ns
* Height of the die: 157 um
* Total iterations of the first detailed-routing run: 6
- Of the available clock period, the critical path in the final layout requires 58.6%.
- The tightest hold path in the finished design has a slack of 18.07 ns.
- Remaining Overflow, GRT: 0
- Total number of vias: 11900
- Global-route wire length before repair: 62.8 mm
- The post-synth count of flops with an enable pin is 0.
- For reference, XOR and XNOR gates occupy around 8.6% of the area reported after synthesis.
* Number of global-route vias before repair: 10700
* FILL cells: between 2000 and 2500
- Sort of element at the start of the critical path: primary input
- For reference, the final report shows the max-slew violation count at 0.
* Synthesis area per yosys: just under 10000 sq um
- Hold_buf cts: 0
- Mean number of vias per cell: between 6 and 7
- Synthesized instance count: about 1500
- Post CTS Setup Buffer Count: 0
- Layout cells sized above 1: ~3.3%
- For reference, the mux area share after synthesis is 0.842%.
- Crit end category: output pin
- Critical Path AT: 16.20 ns
- The register with the most flip-flops in the layout has 65 of them.
* Critical hold path startpoint: dataA[57]
* Count of endpoints without a timing constraint: about 130
- Total of endpoints with negative setup slack in the final report: 0
- Compound-Gate Fraction of Synth Area: 39.5%
- The placement summary gives the final routability congestion estimate as roughly 1.0.
- Among logic cells in the layout, the one with the most instances is sky130_fd_sc_hd__clkdlybuf4s50_1.
* Count of unclocked register or latch pins: roughly 65
- Each instance of the synthesized netlist takes up on average 6.53 sq um.
- Post-cts resize count: 0
- Utilization after layout: 50.1%
- The synthesis stat section lists a flop and latch total of between 60 and 70.
- Per the placement log, port buffering inserted 198 buffers.
- Post-route insts no fill: roughly 1900
* DRT Wirelength: 41.6 mm
- 198 I/O pins were placed.
- The floorplan has around 56 rows.
- The most critical setup path has its startpoint at dataB[4].
* Synth warn: 1
- Tightest slew margin relative to the limit: 31.2%
- Total power density per cell area: 14.7 nW/um^2
* Yosys stat cell total: 1478
* WL/cell: 21.7 um
- Number of hold-slack violations in the final timing report: 0
- Area fraction in full adders, half adders and majority gates: 8.89%
* Maximum number of pins on one net before global-route repair: 58
- In the final timing run, aggregate negative setup slack is 0 ns.
- Critical path required time: 33.60 ns
- Initial antenna violation count: 1
- The most common logic cells in the final layout are sky130_fd_sc_hd__clkdlybuf4s50_1 (197), sky130_fd_sc_hd__a21oi_1 (196), sky130_fd_sc_hd__nand2_1 (156), sky130_fd_sc_hd__nor2_1 (109), sky130_fd_sc_hd__o21ai_0 (92).
* Leakage Power: roughly 4.5 nW
- Slew at the pin closest to its max-slew limit: between 1 and 1.5 ns
- From left edge to right edge, the die measures 157 um.
* Outcome: finished clean
* Worst Path Class, Setup: primary input to output pin
- Achievable frequency: 40.7 MHz
- Tool warnings: 34
* Asr flop ratio synth: 0%
- GRT Util Overall: 33.7%
* Residual DRC: 0
* Area share of and/or/nand/nor cells after synthesis: 25.9%
- The run reported a max-capacitance violation count of 0.
- Final cell area excluding filler cells: 11800 sq um
- The initial utilization of the core area, before any placement, comes to 41.0%.
[metal layers]
| metal | part of all wire, % | wire length, um | track usage, % | vias to the layer above |
|---|---|---|---|---|
| met5 | 0 | 0 | 0 | - |
| li1 | - | - | - | 5802 |
| met4 | 3.2 | 1340 | 9.15 | 0 |
| met1 | 45 | 18700 | 49.6 | 5423 |
| met2 | 44 | 18100 | 52.7 | 564 |
| met3 | 8.1 | 3350 | 2.92 | 62 |
[where the power goes]
group          switching [W]      internal [W]         total (W)
registers         0.00000140         0.0000104         0.0000118
clock network              0  0.00000000000318  0.00000000000319
logic              0.0000952         0.0000668          0.000162
total              0.0000966         0.0000772          0.000174
[final timing paths]
path	endpoint	slack, ns	cells after the start
setup / recovery	Z	17.40	25
hold / removal	Z	18.07	5
[cell usage after synthesis, drive strengths merged (14+ instances only)]
cell	instances	share of area, %
nand2	156	6.1
a221oi	36	3.3
o211ai	17	1.3
or3	17	1.1
clkbuf	84	3.3
xor2	33	3.0
o21ai	94	4.9
xnor2	62	5.6
a21oi	196	10
nor2b	29	1.9
inv	49	1.9
nor2	110	4.3
a31oi	14	0.91
nand4	29	1.9
o21a	21	1.7
nor3	45	2.3
o31ai	47	3.7
ha	67	8.7
buf	19	0.91
a21o	36	2.8
o22ai	15	0.97
dlxtn	65	10
nand3	29	1.5
nor4	22	1.6
[through the flow]
step           worst slack [ns]  total power, W
6_report                  17.40        0.000174
5_1_grt                   16.81        0.000189
4_1_cts                   17.46        0.000171
3_5_place_dp              17.47        0.000170
2_1_floorplan             19.86        0.000108
3_3_place_gp              17.60        0.000171
[worst max-delay path, cell delays in order]
cell and delay (ns):
sky130_fd_sc_hd__clkdlybuf4s50_1 0.51, sky130_fd_sc_hd__nor3_1 0.35, sky130_fd_sc_hd__nand3_1 0.23, sky130_fd_sc_hd__nor4_1 0.54, sky130_fd_sc_hd__nand2_1 0.20, sky130_fd_sc_hd__nor3_1 0.50, sky130_fd_sc_hd__nand2_1 0.21, sky130_fd_sc_hd__or4_1 0.54
sky130_fd_sc_hd__nand2b_1 0.35, sky130_fd_sc_hd__o41ai_1 0.43, sky130_fd_sc_hd__xor2_1 0.20, sky130_fd_sc_hd__ha_1 0.33, sky130_fd_sc_hd__a21o_1 0.20, sky130_fd_sc_hd__a31oi_1 0.29, sky130_fd_sc_hd__o21ai_0 0.13, sky130_fd_sc_hd__a221oi_1 0.30
sky130_fd_sc_hd__o31ai_1 0.16, sky130_fd_sc_hd__o31ai_1 0.44, sky130_fd_sc_hd__nor4_1 0.09, sky130_fd_sc_hd__a211oi_1 0.24, sky130_fd_sc_hd__a21oi_1 0.11, sky130_fd_sc_hd__nor4_1 0.53, sky130_fd_sc_hd__nand4_1 0.20, sky130_fd_sc_hd__nor4_2 0.24
sky130_fd_sc_hd__clkdlybuf4s50_1 0.49
[kinds of logic after synthesis]
kind of cell,after synthesis
fa+ha+maj,68
buf+inv,153
mux,8
xor+xnor,95
latches,65
compound gates,585
simple gates,504
[final cells by class]
cell class | instances | area (sq um) | area share, %
Antenna cell | 1 | 2.50 | 0.0212
Inverter | 50 | 188 | 1.59
Multi-Input combinational cell | 1260 | 8110 | 68.7
Sequential cell | 65 | 976 | 8.27
Tap cell | 319 | 399 | 3.38
Timing Repair Buffer | 218 | 2130 | 18.0
Power is estimated from default activity; no workload was simulated.
